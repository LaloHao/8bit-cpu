==> /design/flow/design.v <==
module cpu
  #(parameter data_width = 4,
    parameter addr_width = 4,
    parameter op_width   = 4,
    parameter op_param   = 4,
    parameter pc_width   = 8)
   (input wire clk, rst,
    input wire [(op_width+op_param)-1:0] instruction,
    output reg [data_width-1:0]          a
    );
   reg [data_width-1:0]                  datain;
   reg [data_width-1:0]                  dataout;
   reg [addr_width-1:0]                  addr;
   reg [op_width-1:0]                    currentState, nextState;
   reg [pc_width-1:0]                    pc;
   reg [(op_width+op_param)-1:0]         ir;
   reg                                   dir;   
   parameter  
     START = 0, FETCH = 1, DECODE = 2, EXECUTE = 3, WAIT = 4;
   parameter  
     ldaxx = 0, ldxxa = 1, andaxx = 2, addaxx = 3,
     subaxx = 4, jzxx = 5, jmpxx = 6, nop = 7,
     movaxx = 8, nandaxx = 9, oraxx = 10, noraxx = 11,
     xoraxx = 12, xnoraxx = 13, nota = 14;
   ram cpu_mem(.clk(clk), .rst(rst), .rw(dir), .addr(addr),
               .datain(datain), .dataout(dataout));
   always @(posedge clk, posedge rst) 
     if(rst) currentState <= START;
     else    currentState <= nextState;
   always @(currentState)
     case (currentState)
       START:  nextState = FETCH;
       FETCH:  nextState = DECODE;
       DECODE: 
         case(ir[(op_width+op_param)-1:op_width])
           nop:
             nextState = WAIT;
           default:
             nextState = EXECUTE;
         endcase  
       EXECUTE: nextState = WAIT;
       WAIT: nextState = FETCH;
     endcase  
   always @(posedge clk)
     case (currentState)
       START:
         begin
            dir <= 0;
            pc <= 0;
            ir <= 0;
            a <= 0;
            datain <= 0;
            addr <= 0;
         end  
       FETCH:
         begin
            dir <= 0;
            pc <= pc + 1;
            ir <= instruction;
            addr <= instruction[op_width-1:0];
         end  
       EXECUTE:
         begin
            dir <= 0;
            addr <= ir[op_width-1:0];
            case(ir[(op_width+op_param)-1:op_width])
              ldaxx:
                begin                 
                   a <= dataout;
                end
              ldxxa:
                begin
                   dir <= 1;
                   datain <= a;
                end
              andaxx:
                begin
                   a <= (a & dataout);
                end
              addaxx:
                begin
                   a <= (a + dataout);
                end
              subaxx:
                begin
                   a <= (a - dataout);
                end
              jzxx:
                begin
                   if(a === 4'b0)  
                     pc <= addr;
                end
              jmpxx:
                begin
                   pc <= addr;                   
                end
              movaxx:
                begin
                   a <= ir[op_width-1:0];
                end
              nandaxx:
                begin
                   a <= ~(a & dataout);
                end              
              oraxx:
                begin
                   a <= (a | dataout);
                end
              noraxx:
                begin
                   a <= ~(a | dataout);
                end
              xoraxx:
                begin
                   a <= (a ^ dataout);
                end
              xnoraxx:
                begin
                   a <= ~(a ^ dataout);
                end
              nota:
                begin
                   a <= ~a;
                end
            endcase  
         end  
       WAIT:
         begin
         end  
     endcase  
endmodule  
module ram
  #(parameter data_width = 4,
    parameter addr_width = 4)
   (input wire clk, rst, rw,
    input wire [addr_width-1:0] addr,
    input wire [data_width-1:0] datain,
    output reg [data_width-1:0] dataout
    );
   reg [data_width-1:0]         data [0:(addr_width*addr_width)-1];
   reg [data_width-1:0]         i;
   parameter
     WRITE = 1, READ = 0;
   always @(posedge clk, posedge rst)
     if (rst)
       begin
          for( i = 0 ; i < (addr_width*addr_width)-1 ; i++ )
            data[i] <= 0;
          data[(addr_width*addr_width)-1] <= 0;      
          dataout <= 0;                             
       end  
     else
       case(rw)
         WRITE:
           begin
              data[addr] <= datain;
              dataout <= datain;
           end
         READ:
           begin
              dataout <= data[addr];
           end
       endcase  
endmodule  
==> /design/flow/run.sh <==
#!/bin/bash
# OpenROAD 26Q1-2900-gdf79404cd8, Yosys 0.63+post, stock flow scripts
make -C /OpenROAD-flow-scripts/flow DESIGN_CONFIG=/design/flow/config.mk WORK_HOME=/design/flow/orfs finish
==> /design/flow/config.mk <==
export PLATFORM = sky130hd
export DESIGN_NAME = cpu
export DESIGN_NICKNAME = cpu
export VERILOG_FILES = /design/flow/design.v
export SDC_FILE = /design/flow/constraint.sdc
export NUM_CORES = 4
export LEC_CHECK = 1
export CORE_UTILIZATION = 40
==> /design/flow/constraint.sdc <==
current_design cpu

set clk_period 3.2
set clk_io_pct 0.2

create_clock -name clk0 -period $clk_period [get_ports {clk}]

set non_clock_inputs [all_inputs -no_clocks]
set_input_delay [expr $clk_period * $clk_io_pct] -clock clk0 $non_clock_inputs
set_output_delay [expr $clk_period * $clk_io_pct] -clock clk0 [all_outputs]
==> flow_metrics.py <==
# Physical implementation metrics
metrics = {
    "floorplanning": {
        "coreArea_mm2": 0.0126,
        "chip_area_mm2": 0.0134,
        "die_h_um": 116,
        "placementRows": 41,
        "initCoreUtil_pct": 41.1,
        "die_x_um": 116,
        "io_pins": 14,
    },
    "synthesis": {
        "synth-seq-cells": 95,
        "ys.warnings.count": 3,
        "synth_area_mm2": 0.00519,
        "synth.avg_cell_area_um2": 10.9,
        "ys_cells": 474,
        "ys_chip_area_mm2": 0.00519,
        "ff_type": "dfrtp_1",
        "postSynthCellCount": 474,
        "edf_count": 21,
        "yosysUniqueCellTypes": 64,
        "ys_async_sr_fraction_pct": 74.7,
    },
    "cts": {
        "cts_hold_buf": 0,
        "clkTransAtPathRegs_ps": 70,
        "cts_tree": "built",
        "clk_latency_ps": 350,
        "cts.path.max_buffers": 2,
        "post-cts-setup-buffers": 0,
        "cts-root-buf": "clkbuf_16",
        "numCtsBuffers": 9,
        "htree_levels": 3,
        "ctsResizeCount": 0,
    },
    "placed_design": {
        "gp_congestion": 0.894,
        "post-place-ws_ps": 655,
        "hpwlAfterDp_mm": 8.29,
        "place_inst": 639,
        "portBuffers": 13,
    },
    "setup_path": {
        "reg2reg_from": "ir[5]",
        "cp_cell_sequence": "nor4b_4 > mux2_2 > fa_1 > nor3b_1 > a211oi_1 > a21oi_1 > o22ai_1 > a21oi_1",
        "worst-setup-path-type": "register to register",
        "crit_buf_inv": 0,
        "required_ps": 3290,
        "critPathMaxStageDelay_ps": 530,
        "cp_common_cell": "a21oi_1",
        "r2r-end": "a[1]",
        "critPathArrivalTime_ps": 2640,
        "crit_fanout": 3,
        "cp-start-kind": "register",
        "reg2reg_slack_ps": 660,
        "r2r_cells": 8,
        "crit_family": "adder cells",
        "slowest_stage": "fa_1",
        "endpoint_kind": "register",
    },
    "route": {
        "vias": 3606,
        "antenna_cells": 0,
        "viasPerCell": 5.51,
        "drc": 0,
        "wire_per_inst_um": 18.0,
        "wirelength_mm": 11.8,
        "firstDrtPassIters": 5,
        "drt_iter0_markers": 240,
        "ant_nets": 0,
    },
    "worst_hold_path": {
        "min_path_type": "register to register",
        "hold_start": "cpu_mem.data[8][3]",
        "hold-path-endpoint": "cpu_mem.data[8][3]",
        "whs_path_depth": 2,
    },
    "run_status": {
        "status": "completed",
    },
    "grt": {
        "grt_pass1_wl_mm": 19.0,
        "grtUsageTotal_pct": 19.4,
        "grt_max_degree": 32,
        "grt_pass1_vias": 3565,
        "grt-ovfl-total": 0,
        "grt_antenna_before_repair": 0,
    },
    "sta": {
        "tightest_slew_ps": 713,
        "fin_ws_ps": 656,
        "setup_viol": 0,
        "slew_violations": 0,
        "untimed_endpoints": 6,
        "rsz0062_at_grt": "false",
        "period_used_pct": 79.5,
        "finalSetupTns_ps": 0,
        "min_period_ps": 2540,
        "unclocked_pins": 3,
        "fmax_mhz": 393,
        "slew_headroom_pct": 52.4,
        "final_hold_viol_count": 0,
        "skew_ps": 11.3,
    },
    "job": {
        "cap_violations": 0,
        "warnings": 30,
    },
    "power": {
        "power_frac_seq_pct": 49.3,
        "power_density_mw_per_mm2": 429,
        "power_switching_uw": 531,
        "pwr-share-clk_pct": 46.6,
        "swShare_pct": 21.5,
        "p_int_uw": 1940,
        "leakage_uw": 0.00241,
        "power_frac_comb_pct": 4.2,
        "peakVddDrop_mv": 0.300,
    },
    "finish": {
        "final_cell_mix": "dfrtp_1, mux2_2, nor2_1",
        "drive_gt1_share_pct": 21.7,
        "layout_top_cell": "dfrtp_1",
        "fin_cells": 655,
        "utilization_pct": 45.6,
        "areaGrowthSynthToFinish_pct": 11.0,
        "nFillCells": 1186,
    },
}
## worst register-to-register path: stages, from the launching register on
cell and delay (ps):
edfxtp_1 420, nor4b_4 370, mux2_2 400, fa_1 530
nor3b_1 50, a211oi_1 210, a21oi_1 60, o22ai_1 150
a21oi_1 90
## sequential cells by signal (all words and copies together) (netlist names)
signal           cells
nextState            3
addr                 4
datain               4
cpu_mem.dataout      4
ir                   8
dir                  1
a                    4
cpu_mem.data        64
currentState         3
## cell type report
type / instances / area, µm² / area share (%)
sequential: 95 / 2450 / 42.6
inverter: 19 / 71.3 / 1.24
clock buffer: 9 / 225 / 3.91
timing repair buffer: 25 / 233 / 4.04
multi-input combinational: 328 / 2470 / 42.8
clock inverter: 7 / 96.3 / 1.67
tap: 172 / 215 / 3.74
## cell usage after synthesis, types with 3 or more instances
| cell type | n | share of area [%] |
|---|---|---|
| nor3b_1 | 7 | 1.0 |
| a2bb2oi_1 | 3 | 0.51 |
| a22oi_1 | 9 | 1.3 |
| nand2_1 | 28 | 2.0 |
| a21o_1 | 8 | 1.2 |
| nand2b_1 | 11 | 1.3 |
| o21a_1 | 3 | 0.43 |
| and3_1 | 10 | 1.2 |
| inv_1 | 19 | 1.4 |
| mux2_2 | 65 | 14 |
| ha_1 | 12 | 2.9 |
| nand3_1 | 10 | 0.97 |
| mux2i_1 | 7 | 1.4 |
| o21ai_0 | 17 | 1.6 |
| edfxtp_1 | 21 | 12 |
| a32o_1 | 3 | 0.58 |
| nand3b_1 | 3 | 0.43 |
| clkbuf_1 | 9 | 0.65 |
| buf_2 | 13 | 1.3 |
| nor2_1 | 41 | 3.0 |
| buf_6 | 6 | 1.3 |
| o22ai_1 | 6 | 0.72 |
| dlxtn_1 | 3 | 0.87 |
| a31oi_1 | 5 | 0.60 |
| a211oi_1 | 4 | 0.58 |
| nor2b_1 | 6 | 0.72 |
| dfrtp_1 | 71 | 34 |
| buf_4 | 4 | 0.58 |
| a21oi_1 | 20 | 1.9 |
| o32ai_1 | 3 | 0.51 |
| xnor2_1 | 5 | 0.84 |
| a311oi_1 | 3 | 0.51 |
## cell families (layout without fill, tap and decap cells)
kind of cell,count (synthesis),in the layout,synth area share (%)
AND-OR/OR-AND,106,106,14.5
XOR/XNOR,6,6,1.01
adder cells (fa/ha/maj),13,13,3.28
buffers and inverters,51,60,5.16
flip-flops,92,92,46.4
latches,3,3,0.868
multiplexers,72,72,15.5
AND/OR/NAND/NOR,131,131,13.2
## how the worst max path moves through the flow
stage | startpoint | end | slack (ps) | depth (start not counted)
final | ir[5] | a[1] | 660 | 8
after global routing | ir[5] | a[1] | 500 | 8
after CTS | ir[5] | a[1] | 640 | 8
## through the flow
stage	area (µm²)	total power (µW)	hold slack (ps)
3_5_place_dp	5440	1340	486
5_1_grt	5760	2560	517
4_1_cts	5760	2500	501
3_3_place_gp	5440	1340	472
6_report	5760	2470	497
2_1_floorplan	5190	1310	451
## power groups by stage
stage / combinational (µW) / sequential (µW) / clock (µW)
CTS: 105 / 1220 / 1180
global route: 116 / 1220 / 1220
finish: 103 / 1220 / 1150
## layer usage
metal,track usage [%],routed length [µm],vias to the layer above
li1,-,-,1748
met1,31.9,5760,1742
met2,27.7,5120,102
met3,4.85,725,14
met4,2.56,172,0
met5,0,0,-
Power figures rest on the tool's default switching activity, not on a simulated workload.
